### /design/flow/config.mk
export PLATFORM = sky130hd
export DESIGN_NAME = Bus_Arbiter
export DESIGN_NICKNAME = Bus_Arbiter
export VERILOG_FILES = /design/flow/design.v
export SDC_FILE = /design/flow/constraint.sdc
export NUM_CORES = 4
export LEC_CHECK = 1
export CORE_AREA = 10 10 98 98
export DIE_AREA = 0 0 108 108
### /design/flow/constraint.sdc
current_design Bus_Arbiter

set clk_period 2.2
set clk_io_pct 0.2

create_clock -name clk0 -period $clk_period [get_ports {sys_clk}]

set non_clock_inputs [all_inputs -no_clocks]
set_input_delay [expr $clk_period * $clk_io_pct] -clock clk0 $non_clock_inputs
set_output_delay [expr $clk_period * $clk_io_pct] -clock clk0 [all_outputs]
### /design/flow/design.v
module Bus_Arbiter(
input sys_clk,  
input sys_rst,
input m1_request,  
input m2_request,
input m1_slave_sel,
input m2_slave_sel,
input trans_done,
input s1_slave_split_en,
input s2_slave_split_en,
input s3_slave_split_en,
output reg m1_grant,
output reg m2_grant,
output reg arbiter_busy,
output reg bus_busy,
output reg[1:0] bus_grant,  
output reg[1:0] slave_sel  
);
parameter[2:0] IDEAL_STATE = 3'd0;
parameter[2:0] MASTER1_REQUESTING_STATE = 3'd1;
parameter[2:0] MASTER2_REQUESTING_STATE  = 3'd2;
parameter[2:0] BUS_BUSY_STATE = 3'd3;
parameter[2:0] SPLIT_AVAILABLE_STATE = 3'd4;
parameter[2:0] SPLIT_M1_GRANT_STATE = 3'd5;
parameter[2:0] SPLIT_M2_GRANT_STATE = 3'd6;
parameter[2:0] SPLIT_BUSY_STATE = 3'd7;
wire slave_split_available = s1_slave_split_en || s2_slave_split_en || s3_slave_split_en ;  
reg split_enabled;
reg [2:0] arbiter_state = 0;  
reg [1:0] master1_slave;
reg [1:0] master2_slave;
reg [1:0] clk_count;
reg slave_sel_done;
reg previous_m1_grant;
reg previous_m2_grant;
reg [1:0]previous_grant;
reg [1:0]previous_slave_sel;
reg [1:0] slave_addr_state = 0;
wire master_request_available = m1_request || m2_request;
parameter 
IDEAL = 0, 
ADR_STATE1 = 1, 
ADR_STATE2 = 2; 
always @(posedge sys_clk or posedge sys_rst) 
begin
    if (sys_rst == 1'b1)
    begin
        master1_slave <= 2'b0;
        master2_slave <= 2'b0;
		  slave_sel_done <= 1'b0;
		  slave_addr_state <= IDEAL;
    end
	else
    begin
		case (slave_addr_state)
			IDEAL:begin
				if (master_request_available == 1 & arbiter_busy == 0 & bus_busy == 0)
				begin
					slave_addr_state <= ADR_STATE1;
                master1_slave[0] <= m1_slave_sel;
                master2_slave[0] <= m2_slave_sel;
               slave_sel_done <= 1'b0;
				end
				else
					slave_addr_state <= IDEAL;
               slave_sel_done <= 1'b0;
            end    
	   ADR_STATE1:begin
		slave_addr_state <= ADR_STATE2;
                master1_slave[1] <= m1_slave_sel;
                master2_slave[1] <= m2_slave_sel;
            end
            ADR_STATE2: begin
		slave_addr_state <= IDEAL;
                slave_sel_done = 1'b1;
            end
            default: begin
                slave_addr_state <= IDEAL;
            end  
        endcase
    end
end   
always @(posedge sys_clk or posedge sys_rst)
begin
if (sys_rst == 1'b1)
    begin
        arbiter_state <= IDEAL_STATE ;
        m1_grant = 0;
        m2_grant = 0; 
        bus_grant = 2'b0;
        slave_sel = 2'b0;
	    arbiter_busy = 0;
		bus_busy = 0;
        split_enabled = 0;
    end
else 
    begin
    case (arbiter_state)
    IDEAL_STATE :begin      
            if (m1_request == 1'b1)  
            begin
                arbiter_state <= MASTER1_REQUESTING_STATE ;	
				arbiter_busy = 1;
            end
            else if (m2_request == 1'b1 ) 
            begin
                arbiter_state <= MASTER2_REQUESTING_STATE ;
                arbiter_busy = 1;
            end
            else
            begin
                arbiter_state <= IDEAL_STATE ;
				arbiter_busy = 0;
				bus_busy = 0;
                split_enabled = 0;
            end
        end
    MASTER1_REQUESTING_STATE :begin
            if (slave_sel_done == 1'b1)        
            begin
                arbiter_state <= BUS_BUSY_STATE;
                bus_grant = 2'd1;
				m1_grant = 1;
				m2_grant = 0;
                slave_sel[0] = master1_slave[0];
                slave_sel[1] = master1_slave[1];
         	    arbiter_busy = 0;
				bus_busy = 1;
            end
            else
            begin
                arbiter_state <= MASTER1_REQUESTING_STATE ;
            end
        end
    MASTER2_REQUESTING_STATE :begin
            if (slave_sel_done == 1'b1)            
            begin
                arbiter_state <= BUS_BUSY_STATE;
                bus_grant = 2'd2;
                m2_grant = 1;
				m1_grant = 0;
                slave_sel[0] = master2_slave[0];
                slave_sel[1] = master2_slave[1];
         	    arbiter_busy = 0;
				bus_busy = 1;
            end
            else
            begin
                arbiter_state <= MASTER2_REQUESTING_STATE ;
            end
        end
    BUS_BUSY_STATE :begin
            if (trans_done == 1'b1)            
            begin
                arbiter_state <= IDEAL_STATE;
				bus_busy = 0;
				m1_grant = 0;
                m2_grant = 0;
            end
			else if (slave_split_available == 1'b1)
			begin
                arbiter_state <= SPLIT_AVAILABLE_STATE;
                previous_m1_grant <= m1_grant;
                previous_m2_grant <= m2_grant;
				previous_grant <= bus_grant;
				previous_slave_sel <= slave_sel;
                split_enabled <= 1;
				bus_busy = 0;
                arbiter_busy = 0;
			end
			else
            begin
                arbiter_state <= BUS_BUSY_STATE ;
				bus_busy = 1;
            end
        end
    SPLIT_AVAILABLE_STATE :begin      
            if (m1_request == 1'b1 )
            begin
                arbiter_state <= SPLIT_M1_GRANT_STATE ;
                m1_grant = 0;
                m2_grant = 0; 
                bus_grant = 2'b0;
                slave_sel = 2'b0; 	
				arbiter_busy = 1;
            end
            else if (m2_request == 1'b1 ) 
            begin
                arbiter_state <= SPLIT_M2_GRANT_STATE ;
                m1_grant = 0;
                m2_grant = 0; 
                bus_grant = 2'b0;
                slave_sel = 2'b0; 
                arbiter_busy = 1;
            end
			else if (slave_split_available == 1'b0)
			begin
                arbiter_state <= BUS_BUSY_STATE;
                m1_grant <= previous_m1_grant;
                m2_grant <= previous_m2_grant;
				bus_grant <= previous_grant;
				slave_sel <= previous_slave_sel;
				bus_busy = 1;
                split_enabled <= 0;
			end
            else
            begin
                arbiter_state <= SPLIT_AVAILABLE_STATE ;
                m1_grant = 0;
                m2_grant = 0; 
                bus_grant = 2'b0;
                slave_sel = 2'b0;                
				arbiter_busy = 0;
				bus_busy = 0;
            end
        end
    SPLIT_M1_GRANT_STATE :begin
            if (slave_sel_done == 1'b1)        
            begin
                if (master1_slave != previous_slave_sel)
                begin
                    arbiter_state <= SPLIT_BUSY_STATE;
                    bus_grant = 2'd1;
					m1_grant = 1;
					m2_grant = 0;
                    slave_sel[0] = master1_slave[0];
                    slave_sel[1] = master1_slave[1];
         	        arbiter_busy = 0;
					bus_busy = 1;
                end
                else
                begin 
                    arbiter_state<=SPLIT_AVAILABLE_STATE;
                    arbiter_busy = 0;
                end
            end
            else
            begin
                arbiter_state <= SPLIT_M1_GRANT_STATE ;
                bus_busy = 0;
            end
        end 
    SPLIT_M2_GRANT_STATE :begin
            if (slave_sel_done == 1'b1)            
            begin
                if (master2_slave != previous_slave_sel)                
                begin
                    arbiter_state <= SPLIT_BUSY_STATE;
                    bus_grant = 2'd2;
                    m2_grant = 1;
				    m1_grant = 0;
                    slave_sel[0] = master2_slave[0];
                    slave_sel[1] = master2_slave[1];
         	        arbiter_busy = 0;
				    bus_busy = 1;
                end 
                else
                begin 
                    arbiter_state<=SPLIT_AVAILABLE_STATE;
                    arbiter_busy = 0;
                end
            end
            else
            begin
                arbiter_state <= SPLIT_M2_GRANT_STATE ;
                bus_busy = 0;
            end
        end  
    SPLIT_BUSY_STATE :begin
            if (trans_done == 1'b1)
			begin
                arbiter_state <= BUS_BUSY_STATE;
                m1_grant = previous_m1_grant;
                m2_grant = previous_m2_grant;
				bus_grant <= previous_grant;
				slave_sel <= previous_slave_sel;
				bus_busy = 1;
                split_enabled <= 0; 
			end
			else
            begin
                arbiter_state <= SPLIT_BUSY_STATE ;
				bus_busy = 1;
            end
        end      
        default : begin
            arbiter_state <= IDEAL_STATE ;
            m1_grant = 0;
            m2_grant = 0; 
            bus_grant = 2'b0;
            slave_sel = 2'b0;
			arbiter_busy = 0;
			bus_busy = 0;
        end
    endcase
    end
end
endmodule
### /design/flow/run.sh
#!/bin/bash
# OpenROAD 26Q1-2900-gdf79404cd8, Yosys 0.63+post, stock flow scripts
make -C /OpenROAD-flow-scripts/flow DESIGN_CONFIG=/design/flow/config.mk WORK_HOME=/design/flow/orfs finish
==> flow_results.xml <==
<?xml version="1.0" encoding="UTF-8"?>
<metrics>
  <group name="clock_tree">
    <metric name="cts_made_buffers" unit="">3</metric>
    <metric name="clock.latency.late_pin" unit="ps">270</metric>
    <metric name="bufs_on_longest_clock_path" unit="">2</metric>
    <metric name="ctsHtreeMaxLevel" unit="">1</metric>
    <metric name="cts_root_buffer" unit="">sky130_fd_sc_hd__clkbuf_8</metric>
    <metric name="hold_buffers" unit="">0</metric>
    <metric name="tritoncts" unit="">done</metric>
    <metric name="clkSlewWorstSetupHoldPaths" unit="ps">90</metric>
    <metric name="clkSinkCount" unit="">24</metric>
    <metric name="post-cts-setup-buffers" unit="">0</metric>
    <metric name="cts_resized" unit="">0</metric>
  </group>
  <group name="run">
    <metric name="stage_log_warnings" unit="">25</metric>
    <metric name="max-cap-violations" unit="">0</metric>
  </group>
  <group name="setup_path">
    <metric name="worstPathCellList" unit="">and2_2 -&gt; a311o_1 -&gt; a21boi_4 -&gt; mux2_4</metric>
    <metric name="worstPathRequired" unit="ps">2360</metric>
    <metric name="critical_path_cell_with_the_highest_stage_delay" unit="">sky130_fd_sc_hd__dfrtp_1</metric>
    <metric name="critPathLaunchType" unit="">register</metric>
    <metric name="reg2reg_slack" unit="ps">250</metric>
    <metric name="path_max_fanout" unit="">17</metric>
    <metric name="critical_path.endpoint_type" unit="">register</metric>
    <metric name="r2r.worst_path.cells" unit="">4</metric>
    <metric name="startpoint_of_the_most_critical_register_to_register_path" unit="">arbiter_state[2]$_DFF_PP0_</metric>
    <metric name="critical_path_class" unit="">reg -&gt; reg</metric>
    <metric name="cp_data_arrival_time" unit="ps">2110</metric>
    <metric name="cpPeakStageDelay" unit="ps">590</metric>
    <metric name="end_of_the_worst_register_to_register_path" unit="">slave_sel[0]$_DFFE_PP0P_</metric>
  </group>
  <group name="sta">
    <metric name="maxSlewViolCount" unit="">0</metric>
    <metric name="min_period" unit="ps">1950</metric>
    <metric name="timing.max_slew.rel_slack" unit="%">62.9</metric>
    <metric name="setup_viol" unit="">0</metric>
    <metric name="setup_tns" unit="ps">0</metric>
    <metric name="max_freq" unit="GHz">0.513</metric>
    <metric name="grt_setup_unrepaired" unit="">no</metric>
    <metric name="timing.clock.skew" unit="ps">1.88</metric>
    <metric name="setup_slack" unit="ps">252</metric>
    <metric name="worst_slew_pin_slew" unit="ps">553</metric>
    <metric name="count_of_final_hold_check_violations" unit="">0</metric>
    <metric name="final.period_utilization" unit="%">88.5</metric>
  </group>
  <group name="synthesis">
    <metric name="area_leaders" unit="">sky130_fd_sc_hd__dfrtp_1, sky130_fd_sc_hd__edfxtp_1, sky130_fd_sc_hd__mux2_2, sky130_fd_sc_hd__buf_6, sky130_fd_sc_hd__mux2_4</metric>
    <metric name="synth.cell_area" unit="um^2">1530</metric>
    <metric name="ys.warnings.count" unit="">1</metric>
    <metric name="yosysTopAreaCellShare" unit="%">29.4</metric>
    <metric name="synth_cell_types" unit="">56</metric>
    <metric name="netlist.top_cell.by_area" unit="">sky130_fd_sc_hd__dfrtp_1</metric>
    <metric name="edf_count" unit="">6</metric>
    <metric name="yosys_cells" unit="">145</metric>
    <metric name="synth.yosys.seq_area_share" unit="%">41.1</metric>
    <metric name="synth.yosys.chip_area" unit="um^2">1530</metric>
    <metric name="netlist_instances" unit="">145</metric>
    <metric name="ys_ff" unit="">24</metric>
    <metric name="synth_area_per_inst" unit="um^2">10.6</metric>
    <metric name="asyncSetResetFlopFracSynth" unit="%">75.0</metric>
    <metric name="yosys_most_used_dff" unit="">sky130_fd_sc_hd__dfrtp_1</metric>
  </group>
  <group name="grt">
    <metric name="grt_use_total" unit="%">6.73</metric>
    <metric name="first_global_vias" unit="">1197</metric>
    <metric name="grt_max_degree" unit="">19</metric>
    <metric name="antenna_violations_before_repair" unit="">0</metric>
    <metric name="gr-total-overflow" unit="">0</metric>
    <metric name="grt_first_pass_wirelength" unit="um">6350</metric>
  </group>
  <group name="floorplan">
    <metric name="floorplan.core_util" unit="%">20.0</metric>
    <metric name="chip_area" unit="um^2">11700</metric>
    <metric name="num_io_pins" unit="">18</metric>
    <metric name="core_area" unit="um^2">7650</metric>
    <metric name="die_width" unit="um">108</metric>
    <metric name="number_of_placement_rows" unit="">32</metric>
    <metric name="die_y" unit="um">108</metric>
  </group>
  <group name="power_and_ir_drop">
    <metric name="power.static_leakage" unit="nW">0.704</metric>
    <metric name="power.combinational.fraction" unit="%">51.3</metric>
    <metric name="vdd_ir_drop_max" unit="V">0.000366</metric>
    <metric name="power_density" unit="nW/um^2">1290</metric>
    <metric name="cell_internal_pwr" unit="mW">1.57</metric>
    <metric name="total_switching_power" unit="uW">921</metric>
    <metric name="swShare" unit="%">37.0</metric>
    <metric name="power_frac_seq" unit="%">33.1</metric>
    <metric name="clock_power_share" unit="%">15.5</metric>
  </group>
  <group name="min_path">
    <metric name="min_delay_worst_endpoint" unit="">previous_m1_grant$_DFFE_PP_</metric>
    <metric name="timing.hold.worst_path_depth" unit="">0</metric>
    <metric name="holdCritStartpoint" unit="">m1_grant$_DFFE_PP0P_</metric>
    <metric name="worstHoldPathType" unit="">reg -&gt; reg</metric>
  </group>
  <group name="placement">
    <metric name="hpwlAfterDp" unit="um">2810</metric>
    <metric name="placed_cells_incl_taps" unit="">268</metric>
    <metric name="place.gp.congestion" unit="">0.869</metric>
    <metric name="buffer_ports.inserted" unit="">17</metric>
    <metric name="place_worst_setup_slack" unit="ps">180</metric>
  </group>
  <group name="final_layout">
    <metric name="final-instance-count-excl-fill" unit="">272</metric>
    <metric name="area_grow_syn2layout" unit="%">25.9</metric>
    <metric name="layout-drive-gt1-share" unit="%">21.8</metric>
    <metric name="commonest_non_fill_non_tap_cell_in_the_layout" unit="">sky130_fd_sc_hd__dfrtp_1</metric>
    <metric name="layout_top_cells" unit="">sky130_fd_sc_hd__dfrtp_1, sky130_fd_sc_hd__clkdlybuf4s50_1, sky130_fd_sc_hd__buf_4, sky130_fd_sc_hd__nand3_1</metric>
  </group>
  <group name="routing">
    <metric name="dr.pass1.iters" unit="">4</metric>
    <metric name="detail-route-antenna-nets" unit="">0</metric>
    <metric name="routed_wl" unit="um">3930</metric>
    <metric name="antenna-diode-count" unit="">0</metric>
    <metric name="drt-wirelength-per-cell" unit="um">14.4</metric>
    <metric name="remaining_drc_errors" unit="">0</metric>
    <metric name="vias" unit="">1245</metric>
    <metric name="drtIter0Drc" unit="">99</metric>
    <metric name="drt-vias-per-instance" unit="">4.58</metric>
  </group>
  <group name="outcome">
    <metric name="status" unit="">complete, no violations</metric>
  </group>
</metrics>
## cell families (layout without fill, tap and decap cells)
| group | after synthesis | in the layout | share of synthesized area [%] |
|---|---|---|---|
| mux | 12 | 12 | 9.39 |
| simple gates | 45 | 45 | 17.1 |
| flops | 24 | 24 | 41.1 |
| buf+inv | 15 | 40 | 6.04 |
| xor+xnor | 5 | 5 | 2.86 |
| compound gates | 44 | 44 | 23.4 |
## how the worst max path moves through the flow
stage / from / endpoint / cells after the start
CTS: arbiter_state[2]$_DFF_PP0_ / slave_sel[0]$_DFFE_PP0P_ / 4
global route: arbiter_state[2]$_DFF_PP0_ / arbiter_state[0]$_DFF_PP0_ / 5
finish: arbiter_state[2]$_DFF_PP0_ / slave_sel[0]$_DFFE_PP0P_ / 4
## power by group through the flow
stage | clock [mW] | sequential, mW | combinational (mW)
6_report | 0.387 | 0.825 | 1.28
4_1_cts | 0.396 | 0.830 | 1.29
5_1_grt | 0.417 | 0.862 | 1.41
## stage by stage
stage               utilization, %  hold slack, ps  power [mW]  area, um^2
floorplan                        -             379        1.73        1530
global placement              24.3             468        2.11        1860
detailed placement            24.3             467        2.12        1860
CTS                           25.2             490        2.52        1930
global route                  25.2             511        2.69        1930
finish                        25.2             483        2.49        1930
## layout make-up
cell class,instances,area (um^2)
clock buffers,3,41.3
clock inverters,1,30.0
fillers,783,5720
inverters,6,22.5
multi-input cells,106,810
flip-flops and latches,24,631
well taps,102,128
repair buffers,30,268
## per-layer routing
metal / vias up / routed length, um / GRT usage [%] / part of all wire [%]
li1: 611 / - / - / -
met1: 592 / 1800 / 9.29 / 46
met2: 38 / 1730 / 9.78 / 44
met3: 4 / 359 / 2.95 / 9.1
met4: 0 / 37 / 1.05 / 0.94
met5: - / 0 / 0 / 0
## state kept, by name (all words and copies together), names as in the netlist
signal,flops
slave_sel,2
previous_grant,2
bus_busy,1
master2_slave,2
slave_sel_done,1
arbiter_state,3
previous_m2_grant,1
previous_m1_grant,1
m2_grant,1
m1_grant,1
slave_addr_state,2
previous_slave_sel,2
master1_slave,2
bus_grant,2
arbiter_busy,1
## Yosys cell counts, types with 3 or more instances
library cell / instances
sky130_fd_sc_hd__buf_2: 5
sky130_fd_sc_hd__edfxtp_1: 6
sky130_fd_sc_hd__a21oi_1: 6
sky130_fd_sc_hd__nand3_1: 7
sky130_fd_sc_hd__dfrtp_1: 18
sky130_fd_sc_hd__mux2_2: 5
sky130_fd_sc_hd__a32oi_1: 4
sky130_fd_sc_hd__nor2b_1: 3
sky130_fd_sc_hd__xor2_1: 3
sky130_fd_sc_hd__inv_1: 5
sky130_fd_sc_hd__nand2_1: 6
sky130_fd_sc_hd__mux2_4: 3
sky130_fd_sc_hd__o21ai_0: 6
sky130_fd_sc_hd__nor4_1: 3
sky130_fd_sc_hd__buf_6: 4
sky130_fd_sc_hd__a31oi_1: 3
sky130_fd_sc_hd__nor3_1: 3
sky130_fd_sc_hd__nor2_1: 5
## critical path: cells and delay by family (launching register included)
kind | cells | cell delay (ps)
flops | 1 | 590
compound gates | 2 | 610
mux | 1 | 320
simple gates | 1 | 320
Power figures rest on the tool's default switching activity, not on a simulated workload.
